$ cat run.sh
#!/bin/bash
# OpenROAD 26Q1-2900-gdf79404cd8, Yosys 0.63+post, stock flow scripts
make -C /OpenROAD-flow-scripts/flow DESIGN_CONFIG=/design/flow/config.mk WORK_HOME=/design/flow/orfs finish
$ cat config.mk
export PLATFORM = sky130hd
export DESIGN_NAME = vga2
export DESIGN_NICKNAME = vga2
export VERILOG_FILES = /design/flow/design.v
export SDC_FILE = /design/flow/constraint.sdc
export NUM_CORES = 4
export LEC_CHECK = 1
export CORE_UTILIZATION = 50
$ cat constraint.sdc
current_design vga2

set clk_period 1.3
set clk_io_pct 0.2

create_clock -name clk0 -period $clk_period [get_ports {clk}]

set non_clock_inputs [all_inputs -no_clocks]
set_input_delay [expr $clk_period * $clk_io_pct] -clock clk0 $non_clock_inputs
set_output_delay [expr $clk_period * $clk_io_pct] -clock clk0 [all_outputs]
$ cat design.v
module vga2
(
	input             clk,
	input      [3:0]  sw,
	output            hs,
	output            vs,
	output reg [2:0]  red,
	output reg [2:0]  green,
	output reg [1:0]  blue
);
wire   [10:0]  hcount;
wire   [10:0]  vcount;
reg            clk_2;
reg    [7:0]   counter;
reg    [4:0]   ball_speed;
reg            ball_h_dir;
reg            ball_v_dir;
reg    [10:0]  ball_h_init;
reg    [10:0]  ball_v_init;
wire           vblank;
reg            blank;
initial begin
	ball_h_init = 10'd310;
	ball_v_init = 10'd230;
	ball_h_dir = 1'b0;
	ball_v_dir = 1'b0;
end
always @(posedge clk) begin
	clk_2 <= ~clk_2;
	ball_speed <= sw;
end
vga_controller vga0
(
	.rst         ( 1'b0    ),
	.pixel_clk   ( clk_2   ),
	.hcount      ( hcount  ),
	.vcount      ( vcount  ),
	.hs          ( hs      ),
	.vs          ( vs      ),
	.vblank      ( vblank  )
);
always @(posedge clk_2) begin
	blank <= vblank;
	if (hcount >= ball_h_init && hcount <= (ball_h_init + 11'd8) &&
	    vcount >= ball_v_init && vcount <= (ball_v_init + 11'd8))
	begin
		red <= 3'h7;
		green <= 3'h7;
		blue <= 2'h3;
	end else begin
		red <= 3'h0;
		green <= 3'h0;
		blue <= 2'h0;
	end
end
always @(posedge vblank) begin
	if (ball_h_dir == 1'b0) begin
		if ((ball_h_init + 11'd8 + ball_speed) >= 11'd640)
			ball_h_dir <= 1'b1;
		else
			ball_h_init <= ball_h_init + ball_speed;
	end else begin
		if (ball_h_init < ball_speed)
			ball_h_dir <= 1'b0;
		else
			ball_h_init <= ball_h_init - ball_speed;
	end
	if (ball_v_dir == 1'b0) begin
		if ((ball_v_init + 11'd8 + ball_speed) >= 11'd480)
			ball_v_dir <= 1'b1;
		else
			ball_v_init <= ball_v_init + ball_speed;
	end else begin
		if (ball_v_init < ball_speed)
			ball_v_dir <= 1'b0;
		else
			ball_v_init <= ball_v_init - ball_speed;
	end
end
endmodule
module vga_controller
(
	input                rst,
	input                pixel_clk,
	output       [10:0]  hcount,
	output       [10:0]  vcount,
	output reg           hs,
	output reg           vs,
	output reg           vblank
);
reg   [10:0] hcounter;
reg   [10:0] vcounter;
reg          video_enable;
reg          blanking;
assign hcount = hcounter;
assign vcount = vcounter;
always @(posedge pixel_clk) begin
	vblank <= blanking;
end
always @(posedge pixel_clk) begin
	if (rst == 1'b1)
		hcounter <= 11'b0;
	else if (hcounter == 11'b01100100000)
		hcounter <= 11'b0;
	else
		hcounter <= hcounter + 1;
end
always @(posedge pixel_clk) begin
	if (rst == 1'b1)
		vcounter <= 11'b0;
	else if (hcounter == 11'b01100100000) begin
		if (vcounter == 11'b01000001101)
			vcounter <= 11'b0;
		else
			vcounter <= vcounter + 1;
	end
end
always @(posedge pixel_clk) begin       
    if(hcounter <= 11'b01010000000)
        hs <= 1'b1;  
    else if(11'b01010000000 < hcounter && hcounter <= 11'b01010010000)
        hs <= 1'b1;  
    else if(11'b01010010000< hcounter && hcounter <= 11'b01011110000)
        hs <= ~1'b1;  
    else
        hs <=1'b1;  
end
always @(posedge pixel_clk) begin        
    if(vcounter <= 11'b00111100000)
        vs <= 1'b1;  
    else if(11'b00111100000 < vcounter && vcounter <= 11'b00111101010)
        vs <= 1'b1;  
    else if(11'b00111101010< vcounter && vcounter <= 11'b00111101100)
        vs <= ~1'b1;  
    else
        vs <=1'b1;  
end
always @(hcounter or vcounter) begin
	if (hcounter < 11'b01011110000 && vcounter < 11'b00111101100)
		video_enable = 1'b1;
	else
		video_enable = 1'b0;
	if (vcounter >= 11'b00111101100)
		blanking = 1'b1;
	else
		blanking = 1'b0;
end
endmodule
==> Slide: Implementation Results <==
Flow Results at a Glance

Status
  • Status: completed

Pwr
  • Max VDD drop: 0.142 mV
  • Power per cell area: 134 nW/um2
  • Total power draw: 0.631 mW
  • Pleak: 2.07 nW

Timing
  • Worst slew pin tran: 0.644 ns
  • TNS Setup: 0 ns
  • Fin worst setup slack: 0.754 ns
  • Register pins left without a clock: 50
  • Max_slew headroom: 0.571
  • # setup viols final: 0
  • Clock period minus worst slack: 0.546 ns
  • Fmax: 1830 MHz
  • Hold_ws: 0.374 ns
  • Final period utilization: 0.420
  • RSZ-0062 raised after global routing: false
  • Pins Over Slew Limit: 0
  • Clk_skew: 0 ns
  • Final Hold Fails: 0
  • Endpoints left unconstrained: 93

Setup path
  • Critical path type: input pin to flop
  • Critical path's largest stage delay: 0.39 ns
  • Required time worst endpoint: 1.41 ns
  • CP Launch Type: input pin
  • CP delay by family, top: buffers and inverters
  • Buffers plus inverters on the worst setup path: 1
  • Critical Path Fanout Max: 1
  • Critical path's slowest cell: clkdlybuf4s50_1
  • Arr. time, crit path: 0.65 ns
  • Crit-path cells: clkdlybuf4s50_1
  • CP Capture Type: flop

CTS
  • Root buffer selected by CTS: clkbuf_8
  • CTS tree: done
  • Buffer levels on the longest clock path: 2
  • Clk latency of the worst-skew pair: 0.23 ns
  • CTS Hold Bufs: 0
  • Post_cts resized: 0
  • H-tree depth: 1
  • Clk slew on worst S/H paths: 0.04 ns
  • Post-CTS Setup Inserts: 0
  • TritonCTS Buffers: 3

Synth
  • Cell Type Count: 56
  • Yosys stat chip area: 4480 um2
  • Max-area cell share: 0.221
  • Async SR Flop Fraction: 0
  • Post-Syn Area: 4480 um2
  • Post-synth regs: 55
  • Most frequent cell after synthesis: ha_1
  • Area leader, netlist: edfxtp_1
  • EDFF count, synth: 33
  • Sequential fraction of the synthesis area: 0.320
  • Dominant flop cell: edfxtp_1
  • Yosys stat cell total: 486
  • Post-synthesis cell count: 486
  • Avg Inst Size Synth: 9.22 um2
  • YS warnings: 2
  • Most frequent cells after synthesis: ha_1, inv_1, xnor2_1
  • Synth area leaders: edfxtp_1, ha_1, dfxtp_1

Route
  • DR vias/cell: 5.48
  • DRT Pass-1 Iters: 5
  • Routed WL per cell: 14.8 um
  • Routed wire length: 8860 um
  • Post-detailed-route count of antenna-violating nets: 0
  • Ant. Diodes: 0
  • # DRC: 0
  • Via count: 3277
  • Initial DRC Count: 71

Die
  • Core area: 8680 um2
  • Row count: 34
  • Die Footprint: 9340 um2
  • Pre-Place Util: 0.516
  • DIE WIDTH: 96.7 um
  • Die Height: 96.7 um
  • Top Ports: 15

Layout
  • Share of layout cells above drive strength 1: 0.0388
  • Area grow syn2layout: 5.11%
  • # fillers: 790
  • Final non-filler cell total: 598
  • Gate Area: 2740 um2
  • Register area: 1430 um2

Global routing
  • Largest net degree at the start of global routing: 27
  • Initial antenna violation count: 0
  • Vias in the first global route: 3014
  • GR Util All Layers: 0.203
  • Grt total ovfl: 0
  • First-pass GRT wire length: 15100 um

Place
  • PortBufs: 14
  • Pre-CTS WS: 0.525 ns
  • HPWL after DPL: 7100 um
  • RD Place Congestion: 0.887
  • Placed cells: 594

Run
  • Max Cap Viol: 0
  • OpenROAD warning count: 40

Hold path
  • HP Class: flop to flop
[layer usage]
layer  global-route usage  share of wire  wire (um)  vias to the layer above
li1                     -              -          -                     1728
met1                0.331           0.50       4450                     1505
met2                0.328           0.48       4250                       42
met3              0.00956          0.015        133                        2
met4               0.0115         0.0028         25                        0
met5                    0              0          0                        -
[worst paths after layout]
path | startpoint | to | slack (ns) | cells after the start
min reg2reg | clk_2 | clk_2 | 0.37 | 1
min | clk_2 | clk_2 | 0.37 | 1
max reg2reg | clk_2 | clk_2 | 0.84 | 1
max | sw[1] | ball_speed[1] | 0.75 | 1
[cell usage in the layout, fill, tap and decap left out, drive strengths merged, types with 4 or more instances in the layout]
cell type | netlist | routed
ha | 63 | 63
inv | 50 | 50
xnor2 | 42 | 42
edfxtp | 33 | 33
nor2 | 32 | 32
a21oi | 29 | 29
nand3 | 26 | 26
nand2 | 25 | 25
dfxtp | 22 | 22
o21ai | 20 | 20
clkdlybuf4s50 | 0 | 14
a21o | 12 | 12
nand4 | 10 | 10
nor3 | 9 | 9
nor2b | 8 | 8
nand2b | 7 | 7
xor2 | 6 | 6
or3 | 6 | 6
o31ai | 5 | 5
mux2i | 5 | 5
nor4 | 5 | 5
o32ai | 4 | 4
a31oi | 4 | 4
fa | 4 | 4
buf | 13 | 4
or4 | 4 | 4
clkbuf | 5 | 4
[layout make-up]
type | count | share of cell area
multi-input combinational | 362 | 0.581
sequential | 55 | 0.304
inverter | 51 | 0.0407
timing repair buffer | 18 | 0.0361
tap | 108 | 0.0287
clock buffer | 4 | 0.00957
[report_power, final]
group          total (mW)  switching (mW)  internal, mW
clock               0.303          0.0913         0.212
combinational       0.145          0.0752        0.0701
sequential          0.183          0.0126         0.170
total               0.631           0.179         0.452
[sequential cells by signal (all words and copies together) (netlist names)]
name and cells:
ball_v_init 11, vga0.vblank 1, vga0.vs 1, ball_h_init 11, vga0.vcounter 11, vga0.hs 1
clk_2 1, ball_v_dir 1, blue 1, ball_h_dir 1, ball_speed 4, vga0.hcounter 11
[per-stage QoR]
stage / cell area, um2 / util
after floorplan: 4480 / -
after global placement: 4660 / 0.537
after detailed placement: 4660 / 0.537
after CTS: 4710 / 0.543
after global routing: 4710 / 0.543
final: 4710 / 0.543
[logic make-up (layout without fill, tap and decap cells)]
logic type / count (synthesis) / in the layout / synth area share
AND-OR/OR-AND: 94 / 94 / 0.135
XOR/XNOR: 48 / 48 / 0.0939
adder cells (fa/ha/maj): 67 / 67 / 0.194
buffers and inverters: 69 / 73 / 0.0698
flip-flops: 55 / 55 / 0.320
multiplexers: 5 / 5 / 0.0112
AND/OR/NAND/NOR: 148 / 148 / 0.177
No activity file was given, so power comes from the tool's default toggle rates.
